## config.mk

```make
export PLATFORM = sky130hd
export DESIGN_NAME = faxi_address
export DESIGN_NICKNAME = faxi_address
export VERILOG_FILES = /design/flow/design.v
export SDC_FILE = /design/flow/constraint.sdc
export NUM_CORES = 4
export LEC_CHECK = 1
export CORE_AREA = 10 10 99 99
export DIE_AREA = 0 0 109 109
```

## constraint.sdc

```tcl
current_design faxi_address

set clk_period 14.5
set clk_io_pct 0.2

create_clock -name clk0 -period $clk_period

set non_clock_inputs [all_inputs -no_clocks]
set_input_delay [expr $clk_period * $clk_io_pct] -clock clk0 $non_clock_inputs
set_output_delay [expr $clk_period * $clk_io_pct] -clock clk0 [all_outputs]
```

## design.v

```verilog
`default_nettype none   
module faxi_address #(
    parameter AW = 32
) (
    input  wire [AW - 1 : 0] i_last_address,
    input  wire [2 : 0]      i_size,     
    input  wire [1 : 0]      i_burst,    
    input  wire [7 : 0]      i_len,     
    output reg  [AW - 1 : 0] o_next_address
);
    localparam FIXED = 2'b00;
    localparam INCR  = 2'b01;
    localparam WRAP  = 2'b11;
    reg [AW - 1 : 0] wrap_mask,increment;  
    always @(*) begin
        increment = 0;   
        if(i_burst != FIXED) begin
            case(i_size) 
                3'b000:  increment = 1;
                3'b001:  increment = 2;
                3'b010:  increment = 4;
                3'b011:  increment = 8;
                3'b100:  increment = 16;
                3'b101:  increment = 32;
                3'b110:  increment = 64;
                3'b111:  increment = 128;
                default: increment = 0;
            endcase
        end
    end
    always @(*) begin
        wrap_mask = 'b0;    
        if(i_burst == WRAP) begin
            if(i_len == 1) begin
                wrap_mask = 1 << (i_size + 1);
            end
            if(i_len == 3) begin
                wrap_mask = 1 << (i_size + 2);
            end
            if(i_len == 7) begin
                wrap_mask = 1 << (i_size + 3);
            end
            if(i_len == 15) begin
                wrap_mask = 1 << (i_size + 4);
            end
            wrap_mask = wrap_mask - 1'b1;
        end 
    end
    always @(*) begin
        o_next_address = i_last_address + increment;
        if(i_burst != FIXED) begin
            if(i_size == 1) begin
                o_next_address[0] = 0; 
            end
            if(i_size == 2) begin
                o_next_address[1 : 0] = 0;
            end
            if(i_size == 3) begin
                o_next_address[2 : 0] = 0;
            end
            if(i_size == 4) begin
                o_next_address[3 : 0] = 0;
            end
            if(i_size == 5) begin
                o_next_address[4 : 0] = 0;
            end
            if(i_size == 6) begin
                o_next_address[5 : 0] = 0;
            end
            if(i_size == 7) begin
                o_next_address[6 : 0] = 0;
            end
        end
        if(i_burst == WRAP) begin
            o_next_address = (i_last_address & ~wrap_mask) |        
                             (o_next_address & wrap_mask);          
        end
    end
endmodule
```

## run.sh

```bash
#!/bin/bash
# OpenROAD 26Q1-2900-gdf79404cd8, Yosys 0.63+post, stock flow scripts
make -C /OpenROAD-flow-scripts/flow DESIGN_CONFIG=/design/flow/config.mk WORK_HOME=/design/flow/orfs finish
```

==> results.sh <==
# flow metrics
export IMPL_netSwitchingFraction_pct=42.8
export IMPL_vdd_ir_drop_worst_mv=0.0120
export IMPL_hold_depth=3
export IMPL_flop_area_um2=0
export IMPL_top_area_cell="ha_1"
export IMPL_ys_warn_count=1
export IMPL_relSlewSlack_pct=50.9
export IMPL_worstPathMaxFanout=10
export IMPL_portBuffers=77
export IMPL_post_cts_resized=0
export IMPL_final_max_slew_viol_count=0
export IMPL_antenna_left=0
export IMPL_ys_seq_share_pct=0
export IMPL_num_vias=2172
export IMPL_postSynthCellCount=267
export IMPL_cp_top_family="buffers and inverters"
export IMPL_pin_count=77
export IMPL_worstHoldPathType="input port to output port"
export IMPL_synthToLayoutAreaGrowth_pct=45.7
export IMPL_clockPowerShare_pct=0
export IMPL_p_per_area_mw_per_mm2=23.9
export IMPL_drt_iter0_markers=111
export IMPL_postCtsSetupRepairBufs=0
export IMPL_arrival_ns=7.13
export IMPL_grt_max_degree=18
export IMPL_drt_pass1_iter_count=4
export IMPL_syn_area_mm2=0.00187
export IMPL_grt_use_total_pct=10.0
export IMPL_ys_cells=267
export IMPL_top_cells_by_area="ha_1, xnor2_1, nand2_1"
export IMPL_die_x_um=109
export IMPL_internal_power_w=0.0000372
export IMPL_worst_pin_slew_ns=0.730
export IMPL_pwr_share_comb_pct=100.0
export IMPL_viasPerCell=4.95
export IMPL_grt_pass1_wl_um=10100
export IMPL_drc=0
export IMPL_tns_ns=0
export IMPL_design_area_mm2=0.00272
export IMPL_ys_types=62
export IMPL_hpwl_um=5400
export IMPL_top_area_share_pct=12.7
export IMPL_yosys_area_mm2=0.00187
export IMPL_core_area_mm2=0.00773
export IMPL_cp_slowest_cell="clkdlybuf4s50_1"
export IMPL_place_gp_congestion=0.895
export IMPL_worstPathBufferInverterCount=3
export IMPL_power_leakage_nw=1.05
export IMPL_seqPwrFrac_pct=0
export IMPL_drt_wl_total_um=6170
export IMPL_finalClockPeriodUsage_pct=69.1
export IMPL_setup_viol=0
export IMPL_finalHoldViolCount=0
export IMPL_max_freq_ghz=0.0997
export IMPL_status="finished, final reports clean"
export IMPL_cp_slowest_stage_delay_ns=0.69
export IMPL_critical_path_cell_chain="clkdlybuf4s50_1 -> inv_1 -> ha_1 -> and3_1 -> ha_1 -> fa_1 -> a211oi_1 -> nor2_1 -> o22ai_1 -> nor3b_1 -> and2_1 -> a22o_1 -> nor3_4 -> xnor2_1 -> clkdlybuf4s50_1"
export IMPL_drt_wirelength_per_cell_um=14.1
export IMPL_warning_count=38
export IMPL_flop_count=0
export IMPL_cp_required_ns=11.60
export IMPL_crit_cells=15
export IMPL_drive_above_1_share_pct=4.45
export IMPL_crit_path_end_kind="output port"
export IMPL_antenna_found_initial=0
export IMPL_rsz0062_at_grt="false"
export IMPL_num_antenna_cells=0
export IMPL_grt_pass1_vias=2073
export IMPL_hold_path_startpoint="i_last_address[31]"
export IMPL_maxCapViolCount=0
export IMPL_crit_path_start="i_size[0]"
export IMPL_critPathKind="input port to output port"
export IMPL_grt_overflow_total=0
export IMPL_syn_area_per_cell_um2=7.00
export IMPL_dieHeight_um=109
export IMPL_start_kind="input port"
export IMPL_nClkBuffers=0
export IMPL_fp_util_pct=24.2
export IMPL_hold_buffers=0
export IMPL_p_sw_w=0.0000278
export IMPL_core_rowCount=32
export IMPL_fin_crit_ns=10.03
export IMPL_die_area_mm2=0.0119
export IMPL_postPlaceCellArea_mm2=0.00272
-- synth_stat cells, types with 4 or more instances --
master     n
o21a_1     4
nand4_1    4
and2_1     5
a211oi_1   7
ha_1      19
o21ai_0   12
or3_1      4
xor2_1     9
nand3b_1   5
and3_1    15
nand2_1   28
nand2b_1   6
a21oi_1   11
xnor2_1   23
inv_1      9
nand3_1   18
nor2_1    21
nor3_1     4
-- placed cells by master (no fill, tap or decap), types with 2 or more instances in the layout --
cell / instances
a211oi_1: 7
a21oi_1: 11
a21oi_2: 3
a31o_1: 2
a31oi_1: 3
and2_1: 5
and3_1: 15
clkdlybuf4s50_1: 77
ha_1: 19
inv_1: 9
mux2_2: 3
nand2_1: 28
nand2b_1: 6
nand3_1: 18
nand3b_1: 5
nand4_1: 4
nor2_1: 21
nor3_1: 4
nor3b_1: 2
nor4b_1: 2
o2111ai_1: 2
o211ai_1: 2
o21a_1: 4
o21ai_0: 12
o21ai_1: 3
o31a_1: 3
o31ai_1: 2
or3_1: 4
xnor2_1: 23
xor2_1: 9
-- metrics by stage --
stage                      power, W  hold WS [ns]  std cells  utilization (%)  setup WS (ns)
after global placement    0.0000653          6.76        439             35.2           4.51
after floorplan           0.0000299          5.83        267                -           6.03
after global routing      0.0000719          6.79        439             35.2           4.13
after detailed placement  0.0000653          6.76        439             35.2           4.49
final                     0.0000649          6.75        439             35.2           4.47
after CTS                 0.0000656          6.76        439             35.2           4.48
-- power by group through the flow --
stage         logic [W]  registers [W]  clock network, W
CTS           0.0000656              0                 0
global route  0.0000719              0                 0
finish        0.0000649              0                 0
-- metal layers --
metal | up-vias | global-route usage, % | part of all wire, %
met3 | 2 | 0.777 | 4.2
li1 | 1134 | - | -
met1 | 996 | 13.6 | 45
met5 | - | 0 | 0
met4 | 0 | 0.282 | 0.28
met2 | 40 | 17.7 | 50
-- cell type report --
class | count | area (µm²)
fillers | 814 | 5000
inverters | 9 | 33.8
multi-input cells | 251 | 1790
well taps | 102 | 128
repair buffers | 77 | 771
-- worst paths after layout --
path                                 end  slack [ns]
worst max-delay path  o_next_address[12]        4.47
worst min-delay path  o_next_address[31]        6.75
-- cells by family after synthesis --
group / share of synthesized area, %
buffers and inverters: 4.15
muxes: 2.95
adders and majority gates: 13.8
AOI/OAI and AO/OA: 26.1
and+or+nand+nor: 37.2
xor gates and xnor gates: 15.9
Power is estimated from default activity; no workload was simulated.
